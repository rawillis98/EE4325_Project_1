==> design.v <==
module Vending_Machine(
  clk,
  rst,
  money,
  dispense,
  change,
  current_state);
  output dispense;
  output change;
  output current_state;
  input clk, rst;
  input [1:0] money;
  reg [2:0] current_state;
  reg change, dispense;
  initial begin
    current_state <= 3'b000;
    dispense <= 1'b0;
    change <= 1'b0;
  end
  always @ (posedge clk) begin
    if (rst) begin
      current_state <= 3'b000;  
      dispense <= 1'b0;
      change <= 1'b0;
    end else begin
      case(current_state)
        3'b000: begin  
          if(money == 2'b01) begin  
            current_state <= 3'b001;  
          end else if (money == 2'b10) begin  
            current_state <= 3'b010;  
          end else if (money == 2'b11) begin  
            current_state <= 3'b100;  
          end  
        end 
        3'b001:begin  
          if(money == 2'b01) begin  
            current_state <= 3'b010;  
          end else if (money == 2'b10) begin  
            current_state <= 3'b011;  
          end else if (money == 2'b11) begin  
            current_state <= 3'b110;  
			dispense <= 1'b1;
          end  
        end 
        3'b010:begin  
          if(money == 2'b01) begin  
            current_state <= 3'b011;  
          end else if (money == 2'b10) begin  
            current_state <= 3'b100;  
          end else if (money == 2'b11) begin  
            current_state <= 3'b101;  
			change <= 1;
          end  
        end 
        3'b011:begin  
          if(money == 2'b01) begin  
            current_state <= 3'b100;  
          end else if (money == 2'b10) begin  
            current_state <= 3'b110;  
			dispense <= 1'b1;
          end else if (money == 2'b11) begin  
            current_state <= 3'b101;  
			change <= 1'b1;
          end  
        end 
        3'b100:begin  
          if (money == 2'b01) begin  
            current_state <= 3'b110;  
			dispense <= 1'b0;
          end else if (money == 2'b10) begin  
            current_state <= 3'b101;  
			change <= 1'b0;
          end else if (money == 2'b11) begin  
            current_state <= 3'b101;  
			change <= 1'b0;
          end  
        end  
		3'b101:begin  
		  change <= 1'b0;
          if(money == 2'b01) begin  
            current_state <= 3'b001;  
          end else if (money == 2'b10) begin  
            current_state <= 3'b010;  
          end else if (money == 2'b11) begin  
            current_state <= 3'b100;  
			dispense <= 1'b1;
          end  
        end  
		3'b110:begin  
		  if(money == 2'b00) begin
		    current_state <= 3'b001;
          end else if(money == 2'b01) begin  
            current_state <= 3'b001;  
          end else if (money == 2'b10) begin  
            current_state <= 3'b010;  
          end else if (money == 2'b11) begin  
            current_state <= 3'b100;  
          end  
        end  
      endcase
    end
  end
endmodule
==> run.sh <==
#!/bin/bash
# OpenROAD 26Q1-2900-gdf79404cd8, Yosys 0.63+post, stock flow scripts
make -C /OpenROAD-flow-scripts/flow DESIGN_CONFIG=/design/flow/config.mk WORK_HOME=/design/flow/orfs finish
==> config.mk <==
export PLATFORM = sky130hd
export DESIGN_NAME = Vending_Machine
export DESIGN_NICKNAME = Vending_Machine
export VERILOG_FILES = /design/flow/design.v
export SDC_FILE = /design/flow/constraint.sdc
export NUM_CORES = 4
export LEC_CHECK = 1
export CORE_AREA = 10 10 70 70
export DIE_AREA = 0 0 80 80
export SYNTH_HDL_FRONTEND = slang
==> constraint.sdc <==
current_design Vending_Machine

set clk_period 1.7
set clk_io_pct 0.2

create_clock -name clk0 -period $clk_period [get_ports {clk}]

set non_clock_inputs [all_inputs -no_clocks]
set_input_delay [expr $clk_period * $clk_io_pct] -clock clk0 $non_clock_inputs
set_output_delay [expr $clk_period * $clk_io_pct] -clock clk0 [all_outputs]
==> flow_summary.toml <==
# generated from flow reports
[outcome]
status = "finished, final reports clean"

[clock_tree]
cts_tree = "done"
cts_inserted_buffers = 3
clock_path_buffers = 2
h-tree-depth = 1
hold_buffers = 0
cts-root-buf = "clkbuf_4"
clock_latency_ps = 250
clock-sinks = 5
clkSlewWorstSetupHoldPaths_ps = 50

[routing]
dr.pass1.iters = 4
vias = 690
drt_iter0_markers = 76
ant_nets = 0
wl_mm = 1.67
antenna_cells = 0
via_per_inst = 4.54
routedWlPerCell_um = 11.0
drcViolationCount = 0

[floorplanning]
die_h_um = 80
initCoreUtil_pct = 18.3
rows = 21
die_x_um = 80
die_area_um2 = 6400
io_pins = 9
core_area_um2 = 3420

[synthesis]
synth-seq-cells = 5
syn_inst = 80
synthArstFlopShare_pct = 0
flop_cell = "dfxtp_1"
synth_seq_share_pct = 16.0
ys_warn_count = 0
edf_count = 0
yosysUniqueCellTypes = 39
netlist_area_um2 = 626
ys_cells = 80
avgSynthCellArea_um2 = 7.82
yosys_area_um2 = 626

[final_layout]
layout_top_cells = "buf_4 (19), inv_1 (6), clkdlybuf4s50_1 (6)"
drive_gt1_share_pct = 34.9
area_delta_synth_final_pct = 52.0
fin_util_pct = 27.8
mostFrequentLayoutCell = "buf_4"

[worst_setup_path]
worstPathArrival_ps = 1790
required_ps = 1860
path_class = "input port to flop"
r2r_slack_ps = 90
cp_max_fo = 5
startpoint_type = "input port"
end_kind = "flop"

[grt]
grt_max_degree = 15
grt_pass1_wl_mm = 2.93
antenna_found_initial = 0
overflow = 0
grt_pass1_vias = 681
grt.total_usage_pct = 5.35

[timing]
skew_ps = 10.1
maxSlewHeadroom_pct = 77.9
fin_crit_sh_pct = 95.7
drv_slew = 0
period_needed_ps = 1630
max_freq_mhz = 615
tightest_slew_ps = 331
setup_viol = 0
worst_hold_slack_ps = 503
hold_violations = 0

[job]
drv_cap = 0
warnings = 29

[power_and_ir_drop]
p_int_w = 0.000672
sequentialPowerShare_pct = 18.6
comb_power_share_pct = 69.3
power.switching_w = 0.000486
p_sw_share_pct = 42.0
cellLeakagePower_nw = 0.384
powerDensity_nw_per_um2 = 1220
peakVddDrop_v = 0.000367
clkPwrFrac_pct = 12.1

[placement]
dp_hpwl_mm = 1.34
place_congestion = 0.880
portBuffers = 8

[min_path]
hp-class = "flop to flop"
==> metrics by stage <==
| step | TNS (ps) | cells | setup WS, ps | cell area [µm²] | total power, W |
|---|---|---|---|---|---|
| after floorplan | 0 | 80 | 53.4 | 626 | 0.000679 |
| after global placement | -1800 | 148 | -475 | 875 | 0.000943 |
| after detailed placement | -1810 | 148 | -455 | 875 | 0.000939 |
| after CTS | 0 | 152 | 3.92 | 943 | 0.00115 |
| after global routing | -60.4 | 152 | -60.4 | 951 | 0.00127 |
| final | 0 | 152 | 72.9 | 951 | 0.00116 |
==> area by class of cell <==
| class | count | area, µm² |
|---|---|---|
| clock buffer | 3 | 22.5 |
| clock inverter | 1 | 5.00 |
| fill | 373 | 2460 |
| inverter | 7 | 26.3 |
| multi-input combinational | 63 | 522 |
| sequential | 5 | 101 |
| tap | 46 | 57.6 |
| timing repair buffer | 27 | 216 |
==> logic make-up (layout without fill, tap and decap cells) <==
group           after synthesis  in the layout  synth area share, %
mux                           1              1                 1.60
xor+xnor                      1              1                 1.40
buf+inv                      12             38                 9.20
compound gates               31             31                 38.4
simple gates                 24             24                 21.4
flops                         5              5                 16.0
fa+ha+maj                     6              6                 12.0
==> sequential cells by signal, indices dropped and copies added, names as in the netlist <==
register	count
change	1
current_state	3
dispense	1
==> worst paths after layout <==
check	start	end	cells past startpoint
worst max-delay path	money[1]	current_state[1]$_SDFFE_PP0P_	7
worst min-delay path	change$_SDFFE_PP0P_	change$_SDFFE_PP0P_	1
worst min register to register	change$_SDFFE_PP0P_	change$_SDFFE_PP0P_	1
worst max register to register	current_state[1]$_SDFFE_PP0P_	current_state[0]$_SDFFE_PP0P_	5
==> power groups by stage <==
stage     combinational, W  sequential, W  clock, W
4_1_cts           0.000788       0.000218  0.000146
5_1_grt           0.000890       0.000225  0.000152
6_report          0.000802       0.000216  0.000140
==> critical path: stages <==
cell and delay, ps:
dlygate4sd2_1 250, buf_4 150, ha_1 250, o21ba_2 230, o31ai_1 180, o21ai_0 140, a311oi_2 250
==> routing by layer <==
metal,up-vias,GRT usage (%),wire length (µm)
li1,348,-,-
met1,325,7.10,786
met2,15,8.59,770
met3,2,1.59,92
met4,0,0.528,15
met5,-,0,0
==> synthesized netlist by cell type (all sizes together), types with 2 or more instances <==
library cell | number | share of area, %
nand2b | 4 | 4.0
o21ai | 5 | 4.0
o31ai | 2 | 2.4
a211oi | 2 | 2.4
nand2 | 5 | 3.0
ha | 6 | 12
o32ai | 2 | 4.0
a21oi | 4 | 3.2
a2bb2oi | 2 | 2.8
dfxtp | 5 | 16
nand3 | 2 | 1.6
o211ai | 2 | 2.4
buf | 5 | 5.0
nor2b | 3 | 3.0
inv | 7 | 4.2
nor2 | 4 | 2.4
==> timing repair <==
item / CTS / global route
setup endpoints to repair: 5 / 3
gates resized: 10 / 4
setup buffers: 0 / 0
pin swaps: 2 / 1
Power and IR drop assume default switching activity.
